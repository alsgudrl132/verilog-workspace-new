<file path="/design/flow/config.mk">
export PLATFORM = sky130hd
export DESIGN_NAME = memory
export DESIGN_NICKNAME = memory
export VERILOG_FILES = /design/flow/design.v
export SDC_FILE = /design/flow/constraint.sdc
export NUM_CORES = 4
export LEC_CHECK = 1
export CORE_UTILIZATION = 30
export SYNTH_MEMORY_MAX_BITS = 65536
</file>
<file path="/design/flow/constraint.sdc">
current_design memory

set clk_period 1.9
set clk_io_pct 0.2

create_clock -name clk0 -period $clk_period [get_ports {clk}]

set non_clock_inputs [all_inputs -no_clocks]
set_input_delay [expr $clk_period * $clk_io_pct] -clock clk0 $non_clock_inputs
set_output_delay [expr $clk_period * $clk_io_pct] -clock clk0 [all_outputs]
</file>
<file path="/design/flow/design.v">
`timescale 1ns / 1ps
module D_flip_flop_n(
    input d,
    input clk,
    input enable,
    input reset_p,
    output reg q);
    always @(negedge clk or posedge reset_p)begin
        if(reset_p)begin
            q = 1'b0;
        end
        else if(enable)begin
            q = d;
        end
    end
endmodule
module D_flip_flop_p(
    input d,
    input clk,
    input enable,
    input reset_p,
    output reg q);
    always @(posedge clk or posedge reset_p)begin
        if(!reset_p)begin
            q = 1'b0;
        end
        else if(enable)begin
            q = d;
        end
    end
endmodule
module T_flip_flop_n(
    input clk, reset_p,
    input enable,
    input t,
    output reg q);
    always @(negedge clk, posedge reset_p)begin
        if(reset_p)begin
            q = 0;
        end
        else begin
            if(enable)begin
                if(t) q = ~q;
                else q = q;
            end
        end
    end
endmodule
module T_flip_flop_p(
    input clk, reset_p,
    input enable,
    input t,
    output reg q);
    always @(posedge clk, posedge reset_p)begin
        if(reset_p)begin
            q = 0;
        end
        else begin
            if(enable)begin
                if(t) q = ~q;
                else q = q;
            end
        end
    end
endmodule
module up_counter_asyc(
    input clk, reset_p,
    output [3:0] count);
    T_flip_flop_n cnt0(.clk(clk), .reset_p(reset_p), 
        .enable(1'b1), .t(1'b1), .q(count[0]));
    T_flip_flop_n cnt1(.clk(count[0]), .reset_p(reset_p), 
        .enable(1'b1), .t(1'b1), .q(count[1]));
    T_flip_flop_n cnt2(.clk(count[1]), .reset_p(reset_p), 
        .enable(1'b1), .t(1'b1), .q(count[2]));
    T_flip_flop_n cnt3(.clk(count[2]), .reset_p(reset_p), 
        .enable(1'b1), .t(1'b1), .q(count[3]));
endmodule
module down_counter_asyc(
    input clk, reset_p,
    output [3:0] count);
    T_flip_flop_p cnt0(.clk(clk), .reset_p(reset_p), 
        .enable(1), .t(1), .q(count[0]));
    T_flip_flop_p cnt1(.clk(count[0]), .reset_p(reset_p), 
        .enable(1'b1), .t(1'b1), .q(count[1]));
    T_flip_flop_p cnt2(.clk(count[1]), .reset_p(reset_p), 
        .enable(1'b1), .t(1'b1), .q(count[2]));
    T_flip_flop_p cnt3(.clk(count[2]), .reset_p(reset_p), 
        .enable(1'b1), .t(1'b1), .q(count[3]));
endmodule
module up_counter_p(
    input clk, reset_p,
    output reg [3:0] count);
    always @(posedge clk, posedge reset_p)begin
        if(reset_p)count = 0;
        else count = count + 1;
    end
endmodule
module up_counter_n(
    input clk, reset_p,
    output reg [3:0] count);
    always @(negedge clk, posedge reset_p)begin
        if(reset_p)count = 0;
        else count = count + 1;
    end
endmodule
module down_counter_p(
    input clk, reset_p,
    output reg [3:0] count);
    always @(posedge clk, posedge reset_p)begin
        if(reset_p)count = 0;
        else count = count - 1;
    end
endmodule
module ring_counter (
    input clk,
    input reset_p,
    output reg [3:0] q
);
    always @(posedge clk or posedge reset_p) begin
        if(reset_p) begin
            q <= 4'b0001;                    
        end
        else begin
            case (q)
                4'b0001 : q <= 4'b0010;
                4'b0010 : q <= 4'b0100;
                4'b0100 : q <= 4'b1000;
                4'b1000 : q <= 4'b0001;
                default : q <= 4'b0001;      
            endcase
        end
    end
endmodule
module ring_counter_shift (
    input clk,
    input reset_p,
    output reg [3:0] q
);
    always @(posedge clk or posedge reset_p) begin
        if(reset_p) begin
            q <= 4'b0001;                    
        end
        else begin
                if (q == 4'b1000)
                    q <= 4'b0001;
                else if (q == 4'b0000 || q > 4'b1000)
                    q <= 4'b0001;
                else
                    q <= {q[2:0], 1'b0};
        end
    end
endmodule
module ring_counter_p (
    input clk,
    input reset_p,
    output reg [3:0] q
);
    always @(posedge clk or posedge reset_p) begin
        if(reset_p) q <= 4'b0001;                    
        else   q = {q[2:0], q[3]};
    end
endmodule
module ring_counter_led (
    input clk,
    input reset_p,
    output reg [15:0] q
);
    always @(posedge clk or posedge reset_p) begin
        if(reset_p) q <= 4'b0000_0000_0000_0001;                    
        else   q = {q[14:0], q[15]};
    end
endmodule
module edge_detector_n(
    input clk,
    input reset_p,
    input cp,
    output p_edge,
    output n_edge
    );
    reg ff_cur, ff_old;
    always @(negedge clk or posedge reset_p) begin
        if(reset_p) begin
            ff_cur <= 0;
            ff_old <= 0;
        end else begin
            ff_old <= ff_cur;
            ff_cur <= cp;
        end
    end
    assign p_edge = ({ff_cur, ff_old} == 2'b10) ? 1 : 0;
    assign n_edge = ({ff_cur, ff_old} == 2'b01) ? 1 : 0;
endmodule
module edge_detector_p(
    input clk,
    input reset_p,
    input cp,
    output p_edge,
    output n_edge
    );
    reg ff_cur, ff_old;
    always @(posedge clk or posedge reset_p) begin
        if(reset_p) begin
            ff_cur <= 0;
            ff_old <= 0;
        end else begin
            ff_old <= ff_cur;
            ff_cur <= cp;
        end
    end
    assign p_edge = ({ff_cur, ff_old} == 2'b10) ? 1'b1 : 1'b0;
    assign n_edge = ({ff_cur, ff_old} == 2'b01) ? 1'b1 : 1'b0;
endmodule
module memory(
    input clk, 
    input rd_en, wr_en,
    input [3:0] wr_addr,
    input [3:0] rd_addr,
    input [7:0] i_data,
    output reg [7:0] o_data);
    reg [7:0] ram [0:1023];
    always @(posedge clk)begin
        if(wr_en)ram[wr_addr] = i_data;
    end
    always @(posedge clk)begin
        if(rd_en)o_data = ram[rd_addr];
    end
endmodule
</file>
<file path="/design/flow/run.sh">
#!/bin/bash
# OpenROAD 26Q1-2900-gdf79404cd8, Yosys 0.63+post, stock flow scripts
make -C /OpenROAD-flow-scripts/flow DESIGN_CONFIG=/design/flow/config.mk WORK_HOME=/design/flow/orfs finish
</file>
==> reports/qor.csv <==
stage;metric;value;unit
sta;finalClockSkew;0.006141;ns
cells_and_area;lay_top_count;edfxtp_1;
cells_and_area;drive_gt1_share;25.08;%
power_and_ir_drop;power.density;1049;nW/um^2
place;placed_cell_area;5947;um^2
cells_and_area;logic_area;1057;um^2
sta;slew_viol_final;0;
worst_setup_path;critPathRequiredTime;2.04;ns
clocking;cts_sinks;136;
drt;drt-initial-drc-count;172;
drt;dr_total_vias;2471;
place;post-dp-hpwl;6.267;mm
clocking;cts_buffers;17;
drt;finalWirelength;9.752;mm
drt;first_pass_iters;4;
drt;wire_per_inst;18.47;um
grt;grt_overflow_total;0;
clocking;cts_max_path_buffers;2;
clocking;postCtsHoldBufs;0;
cells_and_area;n_fill_cell;1505;
logic_synthesis;synth_warnings;1;
logic_synthesis;synth-seq-area-share;78.12;%
cells_and_area;final_cell_mix;136 x edfxtp_1, 26 x buf_4, 25 x clkdlybuf4s50_1;
grt;antenna_found_initial;1;
place;routabilityCongestion;0.7501;
die;num_rows;47;
cells_and_area;area_growth;24.56;%
clocking;cts_tree;built;
die;die_x;134.0;um
sta;setup_viol;0;
grt;grt_pass1_wl;14.99;mm
sta;tightest_slew;0.7337;ns
place;port_buffers;26;
min_path;min_path_type;in2reg;
power_and_ir_drop;peakVddDrop;0.0005856;V
place;pre_cts_ws;-0.2823;ns
grt;grt_pass1_vias;2656;
sta;fmax;578.5;MHz
clocking;clkTransAtPathRegs;0.06;ns
clocking;postCtsSetupBuffers;0;
clocking;clock.latency.late_pin;0.41;ns
clocking;htreeDepth;4;
logic_synthesis;avgSynthCellArea;22.83;um^2
sta;rsz0062_at_grt;false;
die;initCoreUtil;31.08;%
drt;vias_per_cell;4.680;
worst_setup_path;crit_path_start_kind;input port;
logic_synthesis;ys_area;5228;um^2
drt;drc;0;
logic_synthesis;synth.distinct_cells;18;
drt;ant_nets;0;
power_and_ir_drop;total_power;6.829;mW
logic_synthesis;numSynthFlops;136;
logic_synthesis;synth_area;5228;um^2
clocking;cts.root.buffer_cell;clkbuf_16;
worst_setup_path;cp_data_arrival_time;1.87;ns
worst_setup_path;path_max_fanout;20;
grt;grtUsageTotal;12.28;%
logic_synthesis;synth_cells;229;
job;openroad.warnings;25;
logic_synthesis;ys_cells;229;
clocking;post_cts_resized;0;
sta;fin_crit_sh;90.97;%
die;die_h;134.0;um
worst_setup_path;crit_type;in2reg;
sta;timing.final.ws_setup;0.1715;ns
power_and_ir_drop;power_leakage;2.142;nW
sta;hold_viol;0;
outcome;status;completed;
cells_and_area;flop_area;4084;um^2
sta;slew_headroom;50.99;%
die;core_area;16820;um^2
die;die_area;17960;um^2
job;cap_viol_max_count;0;
sta;period_minus_slack;1.728;ns
grt;grt_max_degree;21;
die;ios;27;
worst_setup_path;crit_path_end_kind;register;
cells_and_area;final_area;6511;um^2
[final cells by class]
| cell class | instances | share of cell area, % |
|---|---|---|
| antenna | 1 | 0.03843 |
| multi-input combinational | 83 | 16.24 |
| sequential | 136 | 62.72 |
| tap | 220 | 4.228 |
| clock inverter | 15 | 2.095 |
| timing repair buffer | 56 | 8.148 |
| clock buffer | 17 | 6.533 |
[final timing paths]
check,startpoint,endpoint,slack (ns),cells after the start
setup / recovery,rd_addr[1],o_data[0]$_DFFE_PP_,0.17,6
hold / removal,rd_addr[0],o_data[5]$_DFFE_PP_,0.64,4
setup reg to reg,ram[1][5]$_DFFE_PP_,o_data[5]$_DFFE_PP_,0.42,3
hold reg to reg,ram[8][5]$_DFFE_PP_,o_data[5]$_DFFE_PP_,0.76,3
[where the power goes]
part	total [mW]	switching, mW	leakage (nW)	internal, mW
Sequential	3.40	0.0192	1.24	3.38
Clock	3.08	1.18	0.262	1.90
Combinational	0.350	0.168	0.644	0.182
Total	6.83	1.36	2.14	5.47
[stage by stage]
| stage | cells | util [%] | hold slack [ns] | TNS (ns) |
|---|---|---|---|---|
| 2_1_floorplan | 229 | - | 0.4789 | 0 |
| 3_3_place_gp | 495 | 35.36 | 0.7460 | -3.706 |
| 3_5_place_dp | 495 | 35.36 | 0.7454 | -4.056 |
| 4_1_cts | 527 | 38.70 | 0.6398 | 0 |
| 5_1_grt | 528 | 38.71 | 0.6634 | 0 |
| 6_report | 528 | 38.71 | 0.6379 | 0 |
[worst max-delay path, stage by stage]
cell and delay (ns):
clkdlybuf4s50_1 0.50, buf_12 0.19, buf_4 0.16, mux4_2 0.29
a22oi_1 0.23, nand2_1 0.11
[state kept, by name, indices dropped and copies added (netlist names)]
name,count
ram,128
o_data,8
[layer usage]
layer | routed length [um] | global-route usage, % | vias to the layer above | share of wire, %
met1 | 3941 | 16.29 | 1220 | 40
met4 | 102 | 1.452 | 0 | 1.0
met5 | 0 | 2.222 | - | 0
met3 | 1287 | 8.719 | 12 | 13
li1 | - | - | 1113 | -
met2 | 4421 | 17.50 | 126 | 45
[cell families (layout without fill, tap and decap cells)]
family | Yosys count | count (layout) | share of synthesized area [%]
buffers and inverters | 10 | 88 | 1.651
multiplexers | 32 | 32 | 14.79
AND-OR/OR-AND | 16 | 16 | 2.298
AND/OR/NAND/NOR | 35 | 35 | 3.136
other | 0 | 1 | 0
flip-flops | 136 | 136 | 78.12
[cell usage after synthesis (all sizes together)]
master | number | share of area [%]
nand2 | 9 | 0.65
nand2b | 2 | 0.24
nor2 | 13 | 0.93
nand3b | 2 | 0.29
and2b | 1 | 0.14
nor2b | 1 | 0.12
and2 | 1 | 0.12
nor3 | 4 | 0.38
clkdlybuf4s25 | 3 | 0.57
buf | 7 | 1.1
nand3 | 1 | 0.096
mux4 | 32 | 15
a22oi | 16 | 2.3
edfxtp | 136 | 78
or3b | 1 | 0.17
Power and IR drop assume default switching activity.
