==> ./design.v <==
`timescale 1ns / 1ps
module register_file(
    output [31:0] RD1, RD2,    
    input [4:0] RR1, RR2, WR,  
    input [31:0] WD,           
    input RegWrite, clk, rst   
);
    reg [31:0] Register_file [0:31];
    assign RD1 = Register_file[RR1];
    assign RD2 = Register_file[RR2];
    always @(posedge clk) begin
        if(rst) begin
            Register_file [0] = 0;
            Register_file [1] = 0;
            Register_file [2] = 0;
            Register_file [3] = 0;
            Register_file [4] = 0;
            Register_file [5] = 0;
            Register_file [6] = 0;
            Register_file [7] = 0;
            Register_file [8] = 0;
            Register_file [9] = 0;
            Register_file [10] = 0;
            Register_file [11] = 0;
            Register_file [12] = 0;
            Register_file [13] = 0;
            Register_file [14] = 0;
            Register_file [15] = 0;
            Register_file [16] = 0;
            Register_file [17] = 0;
            Register_file [18] = 0;
            Register_file [19] = 0;
            Register_file [20] = 0;
            Register_file [21] = 0;
            Register_file [22] = 0;
            Register_file [23] = 0;
            Register_file [24] = 0;
            Register_file [25] = 0;
            Register_file [26] = 0;
            Register_file [27] = 0;
            Register_file [28] = 0;
            Register_file [29] = 0;
            Register_file [30] = 0;
            Register_file [31] = 0;
        end
        else if(RegWrite) begin
            if(WR) 
                Register_file[WR] = WD;
        end
    end
endmodule
==> ./run.sh <==
#!/bin/bash
# OpenROAD 26Q1-2900-gdf79404cd8, Yosys 0.63+post, stock flow scripts
make -C /OpenROAD-flow-scripts/flow DESIGN_CONFIG=/design/flow/config.mk WORK_HOME=/design/flow/orfs finish
==> ./config.mk <==
export PLATFORM = sky130hd
export DESIGN_NAME = register_file
export DESIGN_NICKNAME = register_file
export VERILOG_FILES = /design/flow/design.v
export SDC_FILE = /design/flow/constraint.sdc
export NUM_CORES = 4
export LEC_CHECK = 1
export CORE_UTILIZATION = 50
==> ./constraint.sdc <==
current_design register_file

set clk_period 15.8
set clk_io_pct 0.2

create_clock -name clk0 -period $clk_period [get_ports {clk}]

set non_clock_inputs [all_inputs -no_clocks]
set_input_delay [expr $clk_period * $clk_io_pct] -clock clk0 $non_clock_inputs
set_output_delay [expr $clk_period * $clk_io_pct] -clock clk0 [all_outputs]
==> out/results.tsv <==
metric	value	unit
status	completed	
routed_wl	195	mm
io_pins	114	
row_count	122	
tritoncts	done	
dp_cells	5943	
portBuffers	113	
period_used_share	65.4	%
p_int	4.83	mW
clk_path_buf_depth	3	
p_sw_share	25.6	%
hp-class	in -> reg	
syn2layout_area_growth	10.4	%
switchingPower	1.66	mW
critical_path_required	12.64	ns
vias	37900	
chipArea	113000	µm²
postRouteAntennaNets	0	
power_density	105	nW/µm²
setup_viol	0	
critPathArrivalTime	7.18	ns
tool_warnings	26	
p_leak	24.0	nW
worstSetupStartpointType	input pin	
numCtsBuffers	114	
crit_type	in -> out	
vias_per_cell	6.16	
tightest_slew	0.917	ns
synthCells	4605	
clkPwrFrac	38.4	%
route.detailed.drc	0	
dr.pass1.iters	6	
irDropWorstVdd	0.0000803	V
grt_start_max_net_pins	75	
cts_resized	0	
max-cap-violations	0	
antenna_found_initial	7	
clock-sinks	1024	
syn_avg_cell_area	12.1	µm²
gp_congestion	0.913	
clk_pin_slew	0.06	ns
path_max_fanout	39	
post_layout_nonfiller_instances	6159	
rsz0062_at_grt	no	
htree_levels	3	
grt_pass1_wl	276	mm
ys_ff	1024	
max_slew_margin	38.6	%
ys_chip_area	55900	µm²
hold-path-cell-count	1	
yosysSeqAreaShare	55.0	%
coreArea	111000	µm²
comb_power_share	12.1	%
overflow	0	
first_iter_violations	2616	
end_kind	primary output	
final_max_slew_viol_count	0	
place.detailed.hpwl	108	mm
grt_use_total	37.9	%
hold_violations	0	
postCtsHoldBufs	0	
fillers	9002	
pwr-share-seq	49.5	%
fp-utilization	50.4	%
period_minus_slack	10.34	ns
chipWidth	336	µm
timing.critical_path.from	RR1[2]	
crit_end	RD1[12]	
die_height	336	µm
wl_per_cell	31.7	µm
synth_area	55900	µm²
drive_gt1_share	8.22	%
yosysUniqueCellTypes	29	
root_buffer	clkbuf_16	
largest_register_ffs	1024	
ys_cells	4605	
tns	0	ns
yosys_warnings	1	
post-cts-setup-buffers	0	
grt_pass1_vias	38500	
fmax	0.0967	GHz
-- synth_stat cells, drive strengths merged --
| master | count | share of area [%] |
|---|---|---|
| edfxtp | 1024 | 55 |
| mux2i | 1024 | 18 |
| and2 | 994 | 11 |
| clkbuf | 237 | 1.7 |
| buf | 209 | 2.2 |
| nand2 | 196 | 1.3 |
| nand3 | 194 | 1.7 |
| a21oi | 192 | 1.7 |
| a22oi | 192 | 2.6 |
| a22o | 128 | 2.0 |
| a31oi | 64 | 0.72 |
| nor3 | 64 | 0.57 |
| nor2 | 35 | 0.36 |
| or2 | 33 | 0.37 |
| nand2b | 5 | 0.056 |
| nor2b | 5 | 0.056 |
| nand3b | 4 | 0.060 |
| or3 | 2 | 0.022 |
| or3b | 2 | 0.040 |
| conb | 1 | 0.0067 |
-- logic make-up after synthesis --
logic type      after synthesis  synth area share, %
flops                      1024                 55.0
buf+inv                     446                 3.90
compound gates              576                 7.02
simple gates               1534                 15.7
other cells                   1              0.00671
mux                        1024                 18.3
-- through the flow --
step | area [µm²] | setup WS [ns] | hold slack (ns) | utilization (%) | power [mW]
3_5_place_dp | 58200 | 5.50 | 3.73 | 52.6 | 4.04
2_1_floorplan | 56000 | 8.36 | 3.36 | - | 3.71
6_report | 61700 | 5.46 | 3.03 | 55.7 | 6.49
5_1_grt | 61700 | 5.22 | 3.00 | 55.6 | 6.66
4_1_cts | 61700 | 5.52 | 2.99 | 55.6 | 6.50
3_3_place_gp | 58200 | 5.56 | 3.73 | 52.6 | 4.03
-- how the worst min path moves through the flow --
stage | startpoint | endpoint | slack [ns]
4_1_cts | rst | Register_file[0][0] | 2.99
5_1_grt | rst | Register_file[0][0] | 3.00
6_report | rst | Register_file[0][30] | 3.03
-- cell type report --
class	instances	area (µm²)	area share, %
Sequential cell	1024	30700	49.9
Clock inverter	55	324	0.525
Antenna cell	13	32.5	0.0527
Tap cell	1488	1860	3.02
Timing Repair Buffer	265	2320	3.76
Multi-Input combinational cell	3166	23300	37.8
Clock buffer	148	3090	5.00
-- power by group through the flow --
stage | sequential, mW | clock, mW | combinational (mW)
6_report | 3.21 | 2.49 | 0.785
5_1_grt | 3.23 | 2.60 | 0.828
4_1_cts | 3.21 | 2.51 | 0.775
-- critical path, cell delays in order --
cell             delay (ns)
clkdlybuf4s50_1        0.61
nor2b_4                0.19
buf_4                  0.40
buf_4                  0.63
buf_4                  0.74
a22o_1                 0.24
nor3_1                 0.05
a31oi_1                0.46
nand3_1                0.18
clkdlybuf4s50_1        0.46
-- layout by cell type, fill, tap and decap left out, types with 3 or more instances in the layout --
master,count
a22oi_1,192
and2_1,992
a21oi_1,192
clkbuf_16,119
nand2b_2,4
clkinv_2,21
nor2b_4,4
clkdlybuf4s50_1,110
nor2_4,33
nor3_1,64
clkbuf_1,29
buf_12,3
diode_2,13
nand3b_1,3
conb_1,32
edfxtp_1,1024
mux2i_1,1024
a22o_1,128
bufinv_16,3
clkinv_1,28
or2_2,33
nand2_1,194
a31oi_1,64
nand3_1,193
buf_4,150
-- layer usage --
layer,vias up,routed length [µm],global-route usage (%)
met4,8,8800,13.3
met2,2238,86800,53.9
met3,472,29400,22.8
li1,16800,-,-
met1,18400,70000,49.8
met5,-,400,2.30
Power and IR drop assume default switching activity.
