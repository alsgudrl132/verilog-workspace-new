<file path="design/flow/config.mk">
export PLATFORM = sky130hd
export DESIGN_NAME = registerFile
export DESIGN_NICKNAME = registerFile
export VERILOG_FILES = /design/flow/design.v
export SDC_FILE = /design/flow/constraint.sdc
export NUM_CORES = 4
export LEC_CHECK = 1
export CORE_UTILIZATION = 30
</file>
<file path="design/flow/constraint.sdc">
current_design registerFile

set clk_period 15.8
set clk_io_pct 0.2

create_clock -name clk0 -period $clk_period [get_ports {clk}]

set non_clock_inputs [all_inputs -no_clocks]
set_input_delay [expr $clk_period * $clk_io_pct] -clock clk0 $non_clock_inputs
set_output_delay [expr $clk_period * $clk_io_pct] -clock clk0 [all_outputs]
</file>
<file path="design/flow/design.v">
`timescale 1ns / 1ps
module registerFile(
    output [31:0] RD1, RD2,    
    input [31:0] WD,           
    input [4:0] RR1, RR2, WR,  
    input RegWrite,            
    input clk, reset_p         
);
reg [31:0] Register_file [0:31];
assign RD1 = Register_file[RR1];
assign RD2 = Register_file[RR2];
always @(posedge clk) begin
    if (reset_p) begin
        Register_file[0]  = 0;
        Register_file[1]  = 0;
        Register_file[2]  = 0;
        Register_file[3]  = 0;
        Register_file[4]  = 0;
        Register_file[5]  = 0;
        Register_file[6]  = 0;
        Register_file[7]  = 0;
        Register_file[8]  = 0;
        Register_file[9]  = 0;
        Register_file[10] = 0;
        Register_file[11] = 0;
        Register_file[12] = 0;
        Register_file[13] = 0;
        Register_file[14] = 0;
        Register_file[15] = 0;
        Register_file[16] = 0;
        Register_file[17] = 0;
        Register_file[18] = 0;
        Register_file[19] = 0;
        Register_file[20] = 0;
        Register_file[21] = 0;
        Register_file[22] = 0;
        Register_file[23] = 0;
        Register_file[24] = 0;
        Register_file[25] = 0;
        Register_file[26] = 0;
        Register_file[27] = 0;
        Register_file[28] = 0;
        Register_file[29] = 0;
        Register_file[30] = 0;
        Register_file[31] = 0;
    end
    else if (RegWrite) begin
        if (WR) Register_file[WR] = WD;
    end
end
endmodule
</file>
<file path="design/flow/run.sh">
#!/bin/bash
# OpenROAD 26Q1-2900-gdf79404cd8, Yosys 0.63+post, stock flow scripts
make -C /OpenROAD-flow-scripts/flow DESIGN_CONFIG=/design/flow/config.mk WORK_HOME=/design/flow/orfs finish
</file>
==> results.toml <==
# synthesis and place-and-route metrics
[die]
core.rowCount = 158
top_level_ports = 114
core-area_um2 = 185200
die_w_um = 433.7
floorplan.die.height_um = 433.7
fp_util = 0.3018
die-area_um2 = 188100

[final_timing]
max_clk_rate_mhz = 94.35
final-hold-violation-count = 0
timing.final.crit_share = 0.6708
worst_pin_slew_ns = 1.058
final_setup_tns_ns = 0
worst_slew_margin_rel = 0.2930
setup_violating_endpoint_count_in_the_final_report = 0
finalCriticalPeriod_ns = 10.60
whs_ns = 2.930
rsz0062_at_grt = "no"
max_slew_violation_total_from_the_final_report = 0

[drt]
drc_errors = 0
first_iter_violations = 2465
wl_met2_um = 92160
via_count = 37810
met1Wirelength_um = 68370
avgViaCountPerCell = 5.295
final_antenna_net_count = 0
route.top_layer_used = "met5"
totalWireLength_um = 200000
wl_per_cell_um = 28.00
count_of_tritonroute_iterations_in_the_first_routing_pass = 7
route.met3.wl_um = 26480

[hold_path]
worst_hold_startpoint = "reset_p"
hold_path_class = "in -> reg"

[clock_tree]
clock_sink_count = 1024
post_cts_setup_buffer_count = 0
post_cts_hold_buffer_count = 0
clock_tree.root_cell = "clkbuf_16"
clkTransAtPathRegs_ns = 0.06
number_of_gates_given_a_new_drive_strength_after_cts = 0
tritoncts_clock_tree = "yes"
cts_max_level = 3
clock_tree.buffer_depth = 3
cts_inserted_buffers = 106

[global_routing]
grt_first_pass_wirelength_um = 278000
initial_antenna_violation_count = 15
grt-ovfl-total = 0
grt_max_degree = 86
global_route.usage.total = 0.2211
grt_pass1_vias = 37990

[worst_setup_path]
critPathCaptureType = "primary output"
critical_path.top_delay_family = "buffers and inverters"
cp.arrival_ns = 7.44
critical_path.startpoint = "RR2[0]"
timing.setup.critical_path_class = "in -> out"
critical-path-slowest-cell = "buf_4"
critPathMaxFanout = 36
path_cells = "clkdlybuf4s50_1 -> nor2b_4 -> buf_4 -> buf_4 -> buf_4 -> a22o_1 -> nor3_1 -> a31oi_1 -> nand3_1 -> clkdlybuf4s50_1"
buffers_plus_inverters_on_the_worst_setup_path = 5
critical_path.max_stage_delay_ns = 0.67
worstSetupStartpointType = "input port"
worst-endpoint-required_ns = 12.64
cpMostUsedCell = "buf_4"

[outcome]
outcome = "finished clean"

[synth]
muxShareOfSynthArea = 0.1834
main_area_contributors = "edfxtp_1 (55%), mux2i_1 (18%), and2_1 (11%), a22oi_1 (2.6%), a22o_1 (2.0%)"
yosys-stat-area_um2 = 55900
ys_sh_xor = 0
top_logic_kind = "multiplexers"
postSynthAreaPerCell_um2 = 12.14
yosys.area.top_type = "edfxtp_1"
syn-instance-count = 4605
fa_ha_area_frac = 0
synth_flops = 1024
synth-cells-yosys = 4605
compound_share_synth = 0.07020
synth_warnings = 1
synth.top_cell.area_share = 0.5501
synth.cellmix.simpleShare = 0.1573
synth.yosys.seq_area_share = 0.5501
netlist_area_um2 = 55900
synth_cell_type_count = 29

[layout]
final.fill_count = 17730
stdcell_count = 7141
flip_flop_count_of_the_largest_register_all_copies_and_words_added = 1024
drive_above_1_share = 0.08217
area_growth_from_synthesis_to_layout_pct = 12.42
layout.area.seq_um2 = 30750
comb_area_um2 = 23300

[power]
cellPowerDensity_nw_per_um2 = 103.1
power.total_uw = 6481
vdd_ir_drop_max_mv = 0.08452
static-leakage-power_uw = 0.02392

[job]
tool_warnings = 27
cap_violations = 0

[placed_design]
port-buffer-count = 113
dp_hpwl_um = 114400
gp_routability_congestion = 0.9222
placed_cells_incl_taps = 6931
## power by group
part	leakage (uW)	switching [uW]	internal, uW
combinational	0.0125	506	282
sequential	0.00975	70.9	3140
clock	0.00165	1080	1400
## metrics by stage
step	util	worst slack [ns]	instance area (um2)
after floorplan	-	8.360	56010
after global routing	0.3392	5.213	62830
final	0.3392	5.201	62840
after CTS	0.3391	5.315	62810
after global placement	0.3209	5.335	59450
after detailed placement	0.3209	5.334	59450
## area by class of cell
type                    count  area share
flip-flops and latches   1024      0.4893
well taps                2480     0.04938
clock buffers             130     0.04398
diodes                     12   0.0004779
multi-input cells        3166      0.3707
clock inverters            68    0.009557
repair buffers            261     0.03656
## cell families (layout without fill, tap and decap cells)
family	Yosys count	in the layout
AND-OR/OR-AND	576	576
buffers and inverters	446	459
flip-flops	1024	1024
multiplexers	1024	1024
other	1	44
AND/OR/NAND/NOR	1534	1534
## synthesized netlist by cell type (all sizes together)
master / instances
or3: 2
nand2: 196
nor2: 35
edfxtp: 1024
a21oi: 192
conb: 1
buf: 209
a22oi: 192
clkbuf: 237
a31oi: 64
or2: 33
nand3: 194
nor2b: 5
nand3b: 4
nor3: 64
a22o: 128
mux2i: 1024
nand2b: 5
and2: 994
or3b: 2
## final timing paths
kind	endpoint	slack [ns]	cells past startpoint
worst max-delay path	RD2[0]	5.20	10
worst min-delay path	Register_file[0][4]	2.93	1
## cells in the final DEF (no fill, tap or decap), types with 26 or more instances in the layout
master / instances
or2_2: 33
clkinv_1: 26
nand3_1: 193
mux2i_1: 1024
nand2_1: 194
buf_4: 144
nor2_4: 30
edfxtp_1: 1024
a22oi_1: 192
clkbuf_16: 107
and2_1: 992
a21oi_1: 192
conb_1: 32
a31oi_1: 64
nor3_1: 64
clkdlybuf4s50_1: 110
a22o_1: 128
## metal layers
metal | up-vias | track usage
met1 | 18330 | 0.2493
met3 | 494 | 0.1209
met2 | 2222 | 0.3365
met5 | - | 0.006505
li1 | 16760 | -
met4 | 10 | 0.1181
Power figures rest on the tool's default switching activity, not on a simulated workload.
